### design/flow/design.v
`timescale 1ns / 1ps
module up_down_counter(
	 output reg [24:0] count,
    output reg [2:0] out,
	 output reg clk_out,
	 input reset,
	 input reset1,
	 input s,
	 input c
    );
always@(negedge c)
begin
	if(reset)
		begin
		count <= 0;
		clk_out <=1;
		end
	else begin
		if(count == 25000000)
		begin
		count <=0;
		clk_out <= ~clk_out;
		end
	else
		begin
		count <= count+1;
		end
	end
end
always@(negedge clk_out)
begin
	if(reset1)
		begin
		out <= 0;
		end
	else begin
		if(s)
		begin
		out <=out+1;
		end
	else
		begin
		out <= out-1;
		end
	end
end
endmodule
### design/flow/run.sh
#!/bin/bash
# OpenROAD 26Q1-2900-gdf79404cd8, Yosys 0.63+post, stock flow scripts
make -C /OpenROAD-flow-scripts/flow DESIGN_CONFIG=/design/flow/config.mk WORK_HOME=/design/flow/orfs finish
### design/flow/config.mk
export PLATFORM = sky130hd
export DESIGN_NAME = up_down_counter
export DESIGN_NICKNAME = up_down_counter
export VERILOG_FILES = /design/flow/design.v
export SDC_FILE = /design/flow/constraint.sdc
export NUM_CORES = 4
export LEC_CHECK = 1
export CORE_UTILIZATION = 30
### design/flow/constraint.sdc
current_design up_down_counter

set clk_period 5.1
set clk_io_pct 0.2

create_clock -name clk0 -period $clk_period [get_ports {c}]

set non_clock_inputs [all_inputs -no_clocks]
set_input_delay [expr $clk_period * $clk_io_pct] -clock clk0 $non_clock_inputs
set_output_delay [expr $clk_period * $clk_io_pct] -clock clk0 [all_outputs]
==> flow_summary.toml <==
# yosys + openroad results
[clocking]
cts_buffer_depth = 2
cts_made_buffers = 3
cts_max_level = 1
worstSkewPairLatency_ps = 340
clkTransAtPathRegs_ps = 30
cts-resized-gates = 0
cts_setup_buffers = 0
clockRootBuffer = "clkbuf_8"
cts_tree = "built"
ctsHoldBuffers = 0

[placement]
pre_cts_slack_ps = 440
gp_congestion = 0.780
dp_hpwl_mm = 2.03
placed_cell_area_mm2 = 0.00171
io_buffers = 32

[final_layout]
fin_area_mm2 = 0.00185
mostFrequentLayoutCells = "inv_1, clkdlybuf4s50_1, dfxtp_1"
final_common_cell = "inv_1"
n_fill_cell = 454
syn_to_final_growth_pct = 37.1
final_util_pct = 42.8
drive_above_1_share_pct = 3.76

[detailed_routing]
wl_per_cell_um = 11.0
via_per_inst = 4.77
drcViolationCount = 0
dr.first_iter.drc_count = 58
postRouteAntennaNets = 0
num_antenna_cells = 0
num_vias = 1264
routed_wl_mm = 2.92
drtPass1Iterations = 4

[floorplan]
fp_util_pct = 31.2
io_pins = 33
die_x_um = 69.1
fp.coreArea_mm2 = 0.00432
rows = 24
die_y_um = 69.1
chip_area_mm2 = 0.00477

[power_and_ir_drop]
clockPowerShare_pct = 45.7
combPwrFrac_pct = 4.1
switching_share_pct = 29.3
seq_power_share_pct = 50.2
p_leak_nw = 0.694
p_int_w = 0.000296
irDropWorstVdd_uv = 90.6
p_switching_w = 0.000122
p_per_area_mw_per_mm2 = 226

[worst_setup_path]
worstReg2RegStart = "count[0]$_SDFF_NP0_"
crit_required_ps = 4080
reg2reg_depth = 5
cp_data_arrival_time_ps = 3890
crit_start = "count[15]$_SDFF_NP0_"
end_kind = "output port"
crit_fanout = 10
worstPathCellList = "clkdlybuf4s50_1"
rrSetupSlack_ps = 2860
rr_endpoint = "count[20]$_SDFF_NP0_"
crit_family = "buffers and inverters"
crit_buf_inv = 1
crit_type = "flop to output port"
crit_path_top_delay_cell = "clkdlybuf4s50_1"
max_stage_delay_ps = 520
worstSetupStartpointType = "flop"

[worst_hold_path]
hold-path-endpoint = "count[0]$_SDFF_NP0_"
min-delay-start = "count[0]$_SDFF_NP0_"
whs_path_depth = 1
min_path_type = "flop to flop"

[grt]
antenna_found_initial = 0
grt_pass1_vias = 1179
grt_pass1_wl_mm = 5.04
grt.total_usage_pct = 12.6
grt_overflow = 0
grt_max_degree = 26

[yosys]
ys_seq_share_pct = 43.0
ys_cells = 157
ys_area_mm2 = 0.00135
area_leaders = "dfxtp_1, xnor2_1, nor2_1, or3_1, a21oi_1"
synth_top_cell_by_area = "dfxtp_1"
avgSynthCellArea_um2 = 8.59
yosys_warnings = 1
yosysTopAreaCellShare_pct = 43.0
postSynthCellCount = 157
syn_area_mm2 = 0.00135
synth_flops = 29
ys_types = 31

[final_timing]
setup_viol = 0
unclocked_pins = 3
report.final.slew_viol_count = 0
hold-worst-slack_ps = 493
skew_ps = 14.8
setup_tns_ps = 0
setup_ws_ps = 190
tightest_slew_ps = 327
untimed_endpoints = 6
maxSlewHeadroom_pct = 77.9
rsz0062_at_grt = "no"
hold_viol = 0

[run]
max_cap_viol_count = 0
warnings = 52

[run_status]
status = "completed"
==> cells by family after synthesis <==
group / count (synthesis) / share of synthesized area (%)
xor+xnor: 14 / 9.09
buf+inv: 15 / 4.82
flops: 29 / 43.0
fa+ha+maj: 3 / 3.34
simple gates: 72 / 29.9
compound gates: 24 / 9.83
==> synth_stat cells (all sizes together) <==
master  number
dfxtp       29
nor2        19
nand3       12
xnor2       12
a21oi       11
inv         10
or3          9
o21ai        8
nand2        7
nor4         5
or4          5
nand4        4
and4         3
clkbuf       3
nor3         3
o31ai        3
and3         2
buf          2
ha           2
xor2         2
and3b        1
fa           1
nor2b        1
nor4bb       1
o21a         1
o21bai       1
==> state kept, by name, indices dropped and copies added (netlist names) <==
register / cells
clk_out: 1
count: 25
out: 3
==> worst register-to-register path: stages (launching register included) <==
cell and delay (ps):
dfxtp_1 410, ha_1 260, nand4_1 260, or4_1 640, or4_1 450, a21oi_1 150
==> per-layer routing <==
layer	vias up	GRT usage, %	part of all wire, %
li1	664	-	-
met1	575	18.2	52
met3	2	3.71	3.0
met5	-	0	0
met4	0	4.99	0.86
met2	23	18.0	44
==> power by group through the flow <==
stage                 Sequential [W]  Clock [W]  Combinational (W)
after CTS                   0.000210   0.000202          0.0000175
after global routing        0.000209   0.000226          0.0000198
final                       0.000210   0.000191          0.0000173
==> area by class of cell <==
| cell class | instances | area, µm² | share of cell area [%] |
|---|---|---|---|
| Clock inverter | 26 | 97.6 | 5.28 |
| Inverter | 9 | 33.8 | 1.83 |
| Timing Repair Buffer | 33 | 328 | 17.7 |
| Multi-Input combinational cell | 113 | 703 | 38.0 |
| Clock buffer | 3 | 41.3 | 2.23 |
| Sequential cell | 29 | 581 | 31.4 |
| Tap cell | 52 | 65.1 | 3.52 |
==> how the worst max path moves through the flow <==
| stage | to | cells after the start |
|---|---|---|
| global route | count[15] | 1 |
| CTS | count[15] | 1 |
| finish | count[15] | 1 |
==> metrics by stage <==
stage,power [W],cells
2_1_floorplan,0.000253,157
3_3_place_gp,0.000262,237
3_5_place_dp,0.000263,237
4_1_cts,0.000429,265
5_1_grt,0.000455,265
6_report,0.000418,265
No activity file was given, so power comes from the tool's default toggle rates.
