### design/flow/config.mk
export PLATFORM = sky130hd
export DESIGN_NAME = OneHzClk
export DESIGN_NICKNAME = OneHzClk
export VERILOG_FILES = /design/flow/design.v
export SDC_FILE = /design/flow/constraint.sdc
export NUM_CORES = 4
export LEC_CHECK = 1
export CORE_AREA = 10 10 114 114
export DIE_AREA = 0 0 124 124
### design/flow/run.sh
#!/bin/bash
# OpenROAD 26Q1-2900-gdf79404cd8, Yosys 0.63+post, stock flow scripts
make -C /OpenROAD-flow-scripts/flow DESIGN_CONFIG=/design/flow/config.mk WORK_HOME=/design/flow/orfs finish
### design/flow/constraint.sdc
current_design OneHzClk

set clk_period 3.8
set clk_io_pct 0.2

create_clock -name clk0 -period $clk_period [get_ports {c}]

set non_clock_inputs [all_inputs -no_clocks]
set_input_delay [expr $clk_period * $clk_io_pct] -clock clk0 $non_clock_inputs
set_output_delay [expr $clk_period * $clk_io_pct] -clock clk0 [all_outputs]
### design/flow/design.v
`timescale 1ns / 1ps
module OneHzClk(
    input c,
    input reset1,
    output reg [24:0] count,
    output reg clk_out
    );
always@(negedge c)
begin
	if(reset1)
		begin
		count <= 0;
		clk_out <=0;
		end
	else begin
		if(count == 25000000)
		begin
		count <=0;
		clk_out <= ~clk_out;
		end
	else
		begin
		count <= count+1;
		end
	end
end
endmodule
==> run summary <==
The flow run is done. The script extracted a total leakage power of 0.8730 nW. Half-perimeter wire length after placement landed at 2.725 mm. TritonCTS built the clock tree.

The OpenROAD report gives the critical path a required time of 3040 ps. Total setup violations reported at the end of the flow landed at 0. Gate count after technology mapping landed at 145. By area the synthesized netlist is led by sky130_fd_sc_hd__dfxtp_1 (42%), sky130_fd_sc_hd__xnor2_1 (5.7%), sky130_fd_sc_hd__nor2_1 (5.2%), sky130_fd_sc_hd__a21oi_1 (4.9%), sky130_fd_sc_hd__or3_1 (4.6%). CTS placed an instance of sky130_fd_sc_hd__clkbuf_8 at the clock tree root.

Area added between synthesis and finish landed at 56.85%. Hold-check failures listed in the final report amount to 0. Flop-to-flop setup slack landed at 1690 ps.

After detailed routing, the number of remaining DRC violations is 0. The floorplan report gives the top-level pin count as 28. Number of clock sinks landed at 26.

The endpoint identified for the worst register-to-register timing path is count[20]. The final timing report lists clock skew as 15.13 ps. Per-cell via count in the routed design landed at 3.733. Initial cell density of the core landed at 11.83%. Detailed-route iteration 0 reported a violation count of 74. In this design, the stage delay of the slowest critical-path cell is 360 ps.

The floorplan step set the die width to 124 um. Global-route total usage across every layer landed at 4.994%. Once placement completed, the tool counted placed cells totaling 313. STA classifies the critical path startpoint as a flop. Clock network latency to the later pin of the worst-skew pair landed at 340 ps. Number of OpenROAD warnings landed at 52. Looking at the gate-level netlist, the highest instance count belongs to sky130_fd_sc_hd__dfxtp_1. Biggest fanout along the worst timing path landed at 6.

The slowest stage of the critical path is the sky130_fd_sc_hd__dfxtp_4 cell. sky130_fd_sc_hd__dfxtp_1 takes more of the synthesized area than any other cell. In this run the remaining antenna-violating nets after routing total 0. Yosys-reported design area after synthesis landed at 0.001232 mm2. Register share after synthesis landed at 42.23%. Deepest clock path buffer count landed at 2. Buffers plus inverters on the worst setup path landed at 1. Counting instances, the worst hold path has a depth of 1. On the critical path the largest part of the delay comes from flip-flops. In this run the critical path is formed by dlygate4sd2_1. The final antenna diode tally reported by the flow is 0. Share of final-layout standard cells stronger than drive strength 1 landed at 19.34%. Final wirelength landed at 3.791 mm.

The critical path is of the reg2out type. The first TritonRoute pass finished after 4 iterations. Transition time at the pin with the least slew margin landed at 320.8 ps. Post-synth the commonest register cell is sky130_fd_sc_hd__dfxtp_1.

For the worst min-delay path, the startpoint reported by OpenROAD is count[0]. Routed via count landed at 1299. The top cell type by area accounts for 42.23% of the synthesized area. The most critical min-delay path falls under reg2reg. Looking at the hold checks, the worst path lands on count[0]. The synthesized netlist contains 28 unique library cells.

Headroom to the max-slew limit landed at 78.42%. STA puts the critical path data arrival time at 2860 ps. Counting the warning lines in the Yosys log gives 1. The via count of the first global-routing pass was 1228. The final layout reports a setup TNS of 0 ps. After synthesis the netlist holds a flip-flop and latch count of 26.

Counting flops with an async set or reset pin after synthesis yields a share of 0%. In the Yosys report the total cell count is 145. Per the CTS log, the maximum H-tree level is 1. Buffers placed on the I/O ports in this run total 27.

Per the GRT congestion report, total overflow comes to 0. Final hold slack landed at 459.1 ps. The startpoint identified for the worst register-to-register timing path is count[0]. Number of flops mapped to enable cells by yosys landed at 0. Per the detail_route report, routed wire per instance is 10.89 um.

Power density over the cells landed at 285.9 mW/mm2. The worst setup path is captured at an output pin. The report lists the number of standard-cell rows as 37. The flow ran to the end, and the final reports show no timing, DRC or antenna violations.

The core region is 0.01042 mm2. Global-route wire length before repair landed at 6.085 mm. The commonest cells after synthesis are sky130_fd_sc_hd__dfxtp_1 (26), sky130_fd_sc_hd__nor2_1 (17), sky130_fd_sc_hd__a21oi_1 (12).

Setup repair after global routing left no endpoint under its margin. Hold buffer count at CTS landed at 0. In this run the VDD rail shows a maximum IR drop of 120.2 uV. Final-report max-slew violation count landed at 0. Worst-case reg-to-reg path depth landed at 5. Post-layout instance count excluding filler cells landed at 348. Clock buffer count from CTS landed at 3.

Die boundary height landed at 124 um. Number of antenna violations at the first check in global routing landed at 0. Final weighted congestion in routability-driven placement landed at 0.7992. Combined area of all synthesized cells landed at 0.001232 mm2.

Averaged over all synthesized cells, the footprint is 8.500 um2. Per the OpenROAD floorplan log, the area of the die is 0.01538 mm2. Number of max-capacitance violations reported landed at 0. Clock transition time at the flip-flop clock pins of the worst setup and hold paths landed at 40 ps.

Largest net degree at the start of global routing landed at 26.
==> flip-flops by register name, summed over array words and instances (netlist names) <==
signal	flops
clk_out	1
count	25
==> metrics by stage <==
step | power [mW] | utilization (%) | setup slack (ps) | instance area [um2]
2_1_floorplan | 0.3368 | - | 453.8 | 1232
3_3_place_gp | 0.3504 | 16.64 | 108.9 | 1733
3_5_place_dp | 0.3505 | 16.64 | 100.2 | 1733
4_1_cts | 0.5696 | 18.53 | 6.835 | 1931
5_1_grt | 0.6035 | 18.56 | 136.6 | 1933
6_report | 0.5527 | 18.56 | 184.9 | 1933
==> placed cells by master (no fill, tap or decap), types with 9 or more instances in the layout <==
master and count:
sky130_fd_sc_hd__nand3_1 11, sky130_fd_sc_hd__inv_1 32, sky130_fd_sc_hd__dfxtp_2 9, sky130_fd_sc_hd__buf_4 16, sky130_fd_sc_hd__a21oi_1 12, sky130_fd_sc_hd__dlygate4sd2_1 25, sky130_fd_sc_hd__dfxtp_1 9, sky130_fd_sc_hd__o21ai_0 9
sky130_fd_sc_hd__or3_1 9, sky130_fd_sc_hd__nor2_1 17
==> metal layers <==
metal | global-route usage [%] | share of wire, % | up-vias
met5 | 0 | 0 | -
met4 | 1.223 | 0.45 | 0
met3 | 2.617 | 7.6 | 2
met2 | 6.921 | 43 | 32
met1 | 6.713 | 49 | 603
li1 | - | - | 662
==> worst register-to-register path, stage by stage, from the launching register on <==
cell and delay, ps:
sky130_fd_sc_hd__dfxtp_2 360, sky130_fd_sc_hd__ha_1 220, sky130_fd_sc_hd__nand4_2 220, sky130_fd_sc_hd__or4_1 700, sky130_fd_sc_hd__or3_1 390, sky130_fd_sc_hd__a21oi_1 140
==> layout make-up <==
cell class,instances,area (um2)
clock buffer,3,41.29
clock inverter,26,97.59
inverter,6,22.52
multi-input combinational,107,658.1
timing repair buffer,44,381.6
fill,1177,8483
tap,136,170.2
sequential,26,561.8
==> report_power, final <==
| part | leakage [nW] | internal [mW] | total, mW | switching, mW |
|---|---|---|---|---|
| Sequential | 0.221 | 0.272 | 0.275 | 0.00282 |
| Combinational | 0.492 | 0.00979 | 0.0207 | 0.0109 |
| Clock | 0.160 | 0.107 | 0.257 | 0.150 |
==> how the worst max path moves through the flow <==
stage / endpoint / slack, ps / cells after the start / start
4_1_cts: count[20] / 7 / 1 / count[20]
6_report: count[8] / 180 / 1 / count[8]
5_1_grt: count[0] / 140 / 1 / count[0]
==> logic make-up (layout without fill, tap and decap cells) <==
| family | Yosys count | in the layout | share of synthesized area, % |
|---|---|---|---|
| flops | 26 | 26 | 42.23 |
| compound gates | 25 | 25 | 10.96 |
| simple gates | 68 | 68 | 31.88 |
| fa+ha+maj | 2 | 2 | 2.030 |
| buf+inv | 12 | 79 | 4.365 |
| xor+xnor | 12 | 12 | 8.528 |
==> what timing repair did <==
item | CTS | global route
endpoints found under the setup margin | 26 | 1
gates resized | 50 | 1
cloned | 0 | 0
setup buffers | 7 | 0
No activity file was given, so power comes from the tool's default toggle rates.
