<file path="flow/config.mk">
export PLATFORM = sky130hd
export DESIGN_NAME = aors
export DESIGN_NICKNAME = aors
export VERILOG_FILES = /design/flow/design.v
export SDC_FILE = /design/flow/constraint.sdc
export NUM_CORES = 4
export LEC_CHECK = 1
export CORE_AREA = 10 10 70 70
export DIE_AREA = 0 0 80 80
</file>
<file path="flow/design.v">
module fiveadd(x,y,s,c);
input [4:0] x, y;
output [4:0] s,c;
fa f1(x[0], y[0], 0, s[0], c[0]);
fa f2(x[1], y[1], c[0], s[1], c[1]);
fa f3(x[2], y[2], c[1], s[2], c[2]);
fa f4(x[3], y[3], c[2], s[3], c[3]);
fa f5(x[4], y[4], c[3], s[4], c[4]);
endmodule
module aors(x,y,s,out,c_out);
input [3:0] x,y;
input s;
output [4:0] out;
output [5:0] c_out;
wire [4:0] sum,diff;
wire c_add, c_sub, carry;
addition a1(x,y,sum,c_sum);
subtract s1(x,y,diff,c_sub);
assign out = s ? sum : diff;
assign carry = s ? c_sum : c_sub;
assign c_out = {carry, out};
endmodule
module addition(x,y,out,c);
input [3:0] x, y;
wire [4:0] a, b,i;
output [4:0] out;
output c;
assign a[2:0] = x[2:0];
assign a[3] = x[3];
assign a[4] = x[3];
assign b[2:0] = y[2:0];
assign b[3] = y[3];
assign b[4] = y[3];
fiveadd f2(a,b,out,i);
assign c = i[4];
endmodule
module fa(x,y,z,s,c);
input x,y,z;
output s,c;
wire i1,i2,i3,i4;
xor x1(s,x,y,z);
and a1(i1,x,y);
and a2(i2,z,y);
and a3(i3,x,z);
or a4(i4,i1,i2);
or a5(c, i4,i3);
endmodule
module subtract(x,y,out,c);
input [3:0] x, y;
output [4:0] out;
output c;
wire [4:0] a,b,b_comp,i1,i2;
assign a[2:0] = x[2:0];
assign a[3] = x[3];
assign a[4] = x[3];
assign b[2:0] = y[2:0];
assign b[3] = y[3];
assign b[4] = y[3];
fiveadd f1(~b,5'b00001,b_comp,i1);
fiveadd f3(a,b_comp,out,i2);
assign c = i2[4];
endmodule
</file>
<file path="flow/run.sh">
#!/bin/bash
# OpenROAD 26Q1-2900-gdf79404cd8, Yosys 0.63+post, stock flow scripts
make -C /OpenROAD-flow-scripts/flow DESIGN_CONFIG=/design/flow/config.mk WORK_HOME=/design/flow/orfs finish
</file>
<file path="flow/constraint.sdc">
current_design aors

set clk_period 2.9
set clk_io_pct 0.2

create_clock -name clk0 -period $clk_period

set non_clock_inputs [all_inputs -no_clocks]
set_input_delay [expr $clk_period * $clk_io_pct] -clock clk0 $non_clock_inputs
set_output_delay [expr $clk_period * $clk_io_pct] -clock clk0 [all_outputs]
</file>
==> results_slide.txt <==
Key Metrics from the Run

Pwr
  • Internal: 0.0000786 W
  • Flop pwr share: 0%
  • Leak Pwr: 0.327 nW
  • P_sw: 0.0000434 W
  • Comb pwr share: 100.0%
  • Sw frac: a little over a third
  • Pwr/cell area: 177 nW/um2
  • Peak supply drop: 0.0279 mV
  • Clk pwr share: 0%

Routing
  • Routed WL: 836 um
  • Vias post-DR: 291
  • Iteration-0 DRC count of the detailed router: 2
  • Drt pass-1 iters: 2
  • Diode count: 0
  • Remaining DRCs: 0
  • Routed len/inst: 7.81 um
  • Final ANT Viol Nets: 0
  • Routed vias/inst: 2.72

Layout
  • Non-filler cells, final: ~110
  • Design Area, Final: 689 um2
  • Register area: 0 um2
  • Layout area overhead: 85.5%
  • Clock buf count: 0
  • Share of post-route cells with drive strength above 1: around half
  • Seq_cells: 0

Yosys
  • Distinct lib cells used: 11
  • Cell count after synthesis: 40
  • Post-synth seq share: 0%
  • Cell total in the yosys stat output: around 40
  • Top-area cell share: approximately 43%
  • Top cells by area: fa_1, inv_1, ha_1
  • Synth warnings: 2
  • Syn Area/Cell: just over 9 um2
  • Synth area leader: fa_1
  • YS chip area: roughly 370 um2
  • Cell area after synthesis: around 370 um2

GRT
  • Initial antenna violation count: 0
  • Gr ovfl total: 0
  • Largest net degree at the start of global routing: 8
  • Vias in the first global route: between 300 and 400
  • First-pass GRT wire length: 1360 um
  • Total GRT Usage: around 2.6%

Final timing
  • Fin crit period: 3.33 ns
  • # setup viols final: 7
  • Slew @ Worst Pin: 0.362 ns
  • Slew Viols, Final: 0
  • Final Hold Violation Tally: 0
  • Part of the cycle the worst path needs: 115%
  • Worst setup margin: -0.435 ns
  • Slew margin rel.: 75.8%
  • Unrepaired setup endpoints after global routing: true
  • F_max: 0.300 GHz

Place
  • Cells after DPL: roughly 110
  • Pre-CTS setup slack: -1.29 ns
  • RD Place Congestion: 0.742
  • Number of port buffers: 20
  • DP Area: approximately 660 um2
  • DP Wirelength: 809 um

Worst setup path
  • Crit path buffers/inverters: 5
  • CP max-delay cell: fa_1
  • CP Capture Type: output pin
  • Crit-path max cell delay: 0.40 ns
  • Arr. time, crit path: between 2 and 3 ns
  • CP top delay family: adder cells
  • Worst-path cell chain: buf_8 > inv_8 > ha_4 > inv_2 > fa_2 > fa_2 > fa_2 > inv_2 > fa_1 > nor2_1 > a21oi_2 > buf_2
  • Critical path origin: y[0]
  • Crit Path Class: input port to output pin
  • Crit path DRT: 2.32 ns
  • Startpoint types: input port
  • CP most frequent cell: fa_2
  • Crit Path Max Fanout: 2

Clock tree
  • # hold bufs at CTS: 0

Hold path
  • Min-Delay Path Class: input port to output pin
  • Hold Path Origin: x[0]

Floorplanning
  • Core ar.: 3420 um2
  • Chip height: ~80 um
  • IO Pins: 20
  • Die X: 80 um
  • Die ar.: 6400 um2
  • Std-Cell Rows: 21
  • Initial Util: between 10% and 20%

Flow run
  • Log Warnings: 36
  • MaxCap Viol Count: 0

Outcome
  • Failing checks: setup timing
  • Run status: finished, violations left
layer usage:
| layer | wire length [um] | global-route usage [%] | up-vias |
|---|---|---|---|
| met1 | 392 | 3.59 | 132 |
| met5 | 0 | 0 | - |
| met3 | 28 | 0.341 | 0 |
| li1 | - | - | 149 |
| met4 | 0 | 0 | 0 |
| met2 | 416 | 4.33 | 10 |
final cells by class:
type	count	area (um2)
fill	376	2730
timing repair buffer	28	260
tap	46	57.6
inverter	14	65.1
multi-input combinational	19	307
power by group through the flow:
| stage | sequential, W | combinational, W | clock, W |
|---|---|---|---|
| 4_1_cts | 0 | 0.000127 | 0 |
| 5_1_grt | 0 | 0.000141 | 0 |
| 6_report | 0 | 0.000122 | 0 |
cells in the final DEF (no fill, tap or decap), types with 2 or more instances in the layout:
cell type / count
buf_6: 3
ha_4: 2
fa_2: 6
mux2i_1: 2
fa_1: 2
buf_8: 2
clkdlybuf4s50_1: 8
inv_1: 9
buf_2: 4
ha_1: 2
dlymetal6s2s_1: 2
inv_2: 3
buf_4: 7
worst paths after layout:
check / depth (start not counted) / end / slack (ns)
hold / removal: 3 / out[0] / 1.80
setup / recovery: 12 / out[4] / -0.43
cells in the mapped netlist (all sizes together):
library cell and instances:
nor2 1, ha 4, nand2 1, inv 14, o21ai 1, a21oi 1, fa 8, mux2 1
mux2i 2, buf 7
per-stage QoR:
stage	power (W)	hold slack [ns]	util, %	TNS, ns
after floorplan	0.0000654	1.25	-	-0.454
after detailed placement	0.000132	2.23	19.3	-8.37
final	0.000122	1.80	20.2	-2.19
after global placement	0.000134	2.22	19.3	-8.28
after CTS	0.000127	1.81	19.8	-2.69
after global routing	0.000141	1.82	20.2	-2.73
cells by family after synthesis:
kind of cell             count (synthesis)  share of synthesized area (%)
AND-OR/OR-AND                            2                           2.69
adder cells (fa/ha/maj)                 12                           56.6
buffers and inverters                   21                           29.3
multiplexers                             3                           9.43
AND/OR/NAND/NOR                          2                           2.02
worst min-delay path, delay by kind of cell:
family,cells,cell delay (ns)
fa+ha+maj,1,0.11
buf+inv,2,0.52
repair_timing:
action	4_1_cts	5_1_grt
resized	43	4
pin swaps	7	2
setup buffers	1	0
setup endpoints to repair	9	9
Power figures rest on the tool's default switching activity, not on a simulated workload.
